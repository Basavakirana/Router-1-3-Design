[run.sh]
#!/bin/bash
# OpenROAD 26Q1-2900-gdf79404cd8, Yosys 0.63+post, stock flow scripts
make -C /OpenROAD-flow-scripts/flow DESIGN_CONFIG=/design/flow/config.mk WORK_HOME=/design/flow/orfs finish
[design.v]
module router_controller(clk,rstn,pkt_valid,parity_done,soft_rst_0,soft_rst_1,soft_rst_2,fifo_full,low_pkt_valid,fifo_empty_0,fifo_empty_1,fifo_empty_2,
din,busy,detect_addr,lfd_state,laf_state,full_state,write_enb_reg,rst_int_reg,ld_state);
input clk,rstn,pkt_valid,parity_done,fifo_full,low_pkt_valid;
input soft_rst_0,soft_rst_1,soft_rst_2;
input fifo_empty_0,fifo_empty_1,fifo_empty_2;
input [1:0]din;
output busy,detect_addr,lfd_state,laf_state,full_state,write_enb_reg,rst_int_reg,ld_state;
parameter decode_address=3'b000,load_first_data=3'b001,load_data=3'b010,fifo_full_state=3'b011,load_after_full=3'b100,load_parity=3'b101,check_parity_error=3'b110,wait_till_empty=3'b111;
reg[2:0]pre,next;
reg[2:0]addr;
always@(posedge clk)
begin
if(~rstn)
pre<=next;
else
if((soft_rst_0&&din==2'b00)||(soft_rst_0&&din==2'b01)||(soft_rst_2&&din==2'b10))
pre<=decode_address;
else
pre<=next;
end
always@(*)
begin
next=pre;
begin
case(pre)
decode_address: if((pkt_valid&&(din==0)&&fifo_empty_0)||(pkt_valid&&(din==1)&&fifo_empty_1)||(pkt_valid&&(din==2)&&fifo_empty_2))
                next=load_first_data;
                else if((pkt_valid&&(din==0)&& ~fifo_empty_0)||(pkt_valid&&(din==1)&& ~fifo_empty_1)||(pkt_valid&&(din==2)&& ~fifo_empty_2))
                next=wait_till_empty;
                else next=load_data;
load_first_data: next=load_data;
load_data:      if(fifo_full)
                next=fifo_full_state;
                else if (~fifo_full&& ~pkt_valid)
                next=load_parity;
                else next=load_data;
fifo_full_state: if(~fifo_full)
                next=load_after_full;
                 else next=fifo_full_state;
load_after_full: if(~parity_done&&low_pkt_valid)
                next=load_parity;
                 else if(~parity_done&& ~low_pkt_valid)
                next=load_data;
                 else next=decode_address;
load_parity: next=check_parity_error;
check_parity_error: if(fifo_full)
                   next=fifo_full_state;
                     else next=decode_address;
wait_till_empty: if((fifo_empty_0&&(addr==0))||(fifo_empty_1&&(addr==1))||(fifo_empty_2&&(addr==2)))
                        next=load_first_data;
                  else next=wait_till_empty;
default: next=decode_address;
endcase
end
end
always@(posedge clk)
begin
if(~rstn)
addr<=0;
else
if((soft_rst_0&&din==2'b00)||(soft_rst_1&&din==2'b01)||(soft_rst_2&&din==2'b10))
addr<=0;
else if(decode_address)
addr<=din;
end
assign detect_addr=(pre==decode_address)?1'b1:1'b0;
assign lfd_state=(pre==load_first_data)?1'b1:1'b0;
assign full_state=(pre==fifo_full_state)?1'b1:1'b0;
assign ld_state=(pre==load_data)?1'b1:1'b0;
assign laf_state=(pre==load_after_full)?1'b1:1'b0;
assign rst_int_reg=(pre==check_parity_error)?1'b1:1'b0;
assign write_enb_reg=((pre==load_data||pre==load_after_full||pre==load_parity))?1'b1:1'b0;
assign busy=((pre==load_first_data||pre==fifo_full_state||pre==load_after_full||pre==load_parity||pre==check_parity_error||pre==wait_till_empty))?1'b1:1'b0;
endmodule
module router_fifo(clk,rstn,soft_rst,we,re,din,lfd_state,data_out,empty,full);
parameter depth=16,width=9,addr_bus_width=5;
input clk,rstn,soft_rst,we,re,lfd_state;
input[width-2:0]din;
output reg[width-2:0]data_out;
output full,empty;
reg[addr_bus_width-1:0]wr_pt,rd_pt;
reg fifo_counter;
reg lfd_state_s;
reg[width-1:0]mem[depth-1:0];
integer i;
always@(posedge clk)
begin
        if(~rstn)
                lfd_state_s=1'b0;
        else
                lfd_state_s=lfd_state;
end
always@(posedge clk)
begin
        if(!rstn)
        begin
                for(i=0;i<16;i=i+1) begin
                        mem[i]<=0;
                end
        end
        else if(soft_rst)
        begin
                for(i=0;i<16;i=i+1) begin
                        mem[i]<=0;
                end
        end
        else
        begin
                if(we && !full)
                mem[wr_pt][8]<={lfd_state,din};
end
end
always@(posedge clk)
begin
        if(!rstn)
        begin
                fifo_counter<=0;
        end
        else if(soft_rst)
        begin
                fifo_counter<=0;
        end
        else if(re & ~empty)
        begin
                if(mem[rd_pt[3:0]][8]==1'b1)
                        fifo_counter<=mem[rd_pt[3:0]][7:2]+1'b1;
                else if(fifo_counter!=0)
                        fifo_counter<=fifo_counter-1'b1;
        end
end
always@(posedge clk)
begin
        if(!rstn)
                data_out<=8'b00000000;
        else if(soft_rst)
                data_out<=8'bZZZZZZZZ;
                else if(re && !empty)
                        data_out<=mem[rd_pt[3:0]];
end
always@(posedge clk)
begin
        if(!rstn)
        begin
                rd_pt<=5'b00000;
                wr_pt<=5'b00000;
        end
        else if(soft_rst)
        begin
                rd_pt<=5'b00000;
                wr_pt<=5'b00000;
        end
        else
        begin
                if(!full && we)
                        wr_pt<=wr_pt+1;
                else
                        wr_pt<=wr_pt;
                if(!empty && re)
                        rd_pt<=rd_pt+1;
                else
                        rd_pt<=rd_pt;
        end
end
assign full=(wr_pt=={~rd_pt[4],rd_pt[3:0]})?1'b1:1'b0;
assign empty=(wr_pt==rd_pt)?1'b1:1'b0;
endmodule
module router_register(clk,rstn,pkt_valid,fifo_full,rst_int_reg,detect_addr,ld_state,laf_state,full_state,lfd_state,din,parity_done,low_pkt_valid,error,dout);
input clk,rstn,pkt_valid,fifo_full,rst_int_reg,detect_addr,ld_state,laf_state,full_state,lfd_state;
input[7:0]din;
output reg parity_done,low_pkt_valid,error;
output reg [7:0]dout;
reg [7:0]header_byte,fifo_full_state_byte,internal_parity,pkt_parity;
always@(posedge clk)
begin
if(~rstn)
parity_done<=0;
else
begin
if(ld_state&& ~pkt_valid&& ~fifo_full)
parity_done<=1'b1;
else if(laf_state&&low_pkt_valid&& ~parity_done)
parity_done<=1'b1;
else
begin
if(detect_addr)
parity_done<=0;
end
end
end
always@(posedge clk)
begin
if(~rstn)
dout<=0;
else if(lfd_state)
dout<=header_byte;
else if(ld_state&& ~fifo_full)
dout<=din;
else if(laf_state)
dout<=fifo_full_state_byte;
else
dout<=dout;
end
always@(posedge clk)
begin
if(~rstn)
{header_byte,fifo_full_state_byte}<=0;
else
begin
if(pkt_valid&&detect_addr)
header_byte<=din;
else if(ld_state&&fifo_full)
fifo_full_state_byte<=din;
end
end
always@(posedge clk)
begin
if(~rstn)
low_pkt_valid<=1'b0;
else if(rst_int_reg)
low_pkt_valid<=1'b0;
else
begin
        if(~pkt_valid && ld_state)
low_pkt_valid<=1'b1;
end
end
always@(posedge clk)
begin
if(~rstn)
pkt_parity<=0;
else if((ld_state&& ~pkt_valid&& ~fifo_full)||(laf_state&&low_pkt_valid&& ~parity_done))
pkt_parity<=din;
else if(~pkt_valid&&rst_int_reg)
pkt_parity<=0;
else
begin
if(detect_addr)
pkt_parity<=0;
end
end
always@(posedge clk)
begin
if(~rstn)
internal_parity<=8'b0;
else if(detect_addr)
internal_parity<=8'b0;
else if (lfd_state)
internal_parity<=header_byte;
else if(ld_state&&pkt_valid&& ~full_state)
internal_parity<=internal_parity^din;
else if(~pkt_valid&&rst_int_reg)
internal_parity<=0;
end
always@(posedge clk)
begin
if(~rstn)
error<=0;
else
begin
if(parity_done==1'b1 && (internal_parity!=pkt_parity))
error<=1'b1;
else
error<=0;
end
end
endmodule
module router_synchronizer(detect_addr,write_enb_reg,clk,rstn,din,re_0,re_1,re_2,empty_0,empty_1,empty_2,full_0,full_1,full_2,fifo_full,we,soft_rst_0,soft_rst_1,soft_rst_2,valid_out_0,valid_out_1,valid_out_2);
input detect_addr,write_enb_reg,clk,rstn;
input[1:0]din;
input re_0,re_1,re_2;
input empty_0,empty_1,empty_2;
input full_0,full_1,full_2;
output reg fifo_full;
output reg[2:0]we;
output reg soft_rst_0,soft_rst_1,soft_rst_2;
output valid_out_0,valid_out_1,valid_out_2;
reg [4:0]timer_0,timer_1,timer_2;
reg [1:0]int_addr_reg;
wire w1=(timer_0==5'd29)?1'b1:1'b0;
wire w2=(timer_1==5'd29)?1'b1:1'b0;
wire w3=(timer_2==5'd29)?1'b1:1'b0;
always@(posedge clk)
begin
        if(~(rstn))
begin
                timer_0<=0;
        soft_rst_0<=0;
end
else if(valid_out_0)
begin
        if(!re_0)
        begin
                if(w1)
                begin
                        soft_rst_0<=1;
                        timer_0<=0;
                end
                else
                begin
                        soft_rst_0<=0;
                        timer_0<=timer_0+1'b1;
                end
        end
end
end
always@(posedge clk)
begin
        if(~(rstn))
begin
                timer_1<=0;
        soft_rst_1<=0;
end
else if(valid_out_1)
begin
        if(!re_1)
        begin
                if(w2)
                begin
                        soft_rst_1<=1;
                        timer_1<=0;
                end
                else
                begin
                        soft_rst_1<=0;
                        timer_1<=timer_1+1'b1;
                end
        end
end
end
always@(posedge clk)
begin
        if(~(rstn))
begin
                timer_2<=0;
        soft_rst_2<=0;
end
else if(valid_out_2)
begin
        if(!re_2)
        begin
                if(w3)
                begin
                        soft_rst_2<=1;
                        timer_2<=0;
                end
                else
                begin
                        soft_rst_2<=0;
                        timer_2<=timer_2+1'b1;
                end
        end
end
end
always@(posedge clk)
begin
        if(~rstn)
                int_addr_reg<=0;
        else if(detect_addr)
                int_addr_reg<=din;
end
always@(*)
begin
        we=3'b000;
        if(write_enb_reg)
        begin
                case(int_addr_reg)
                        2'b00:we=3'b001;
                        2'b01:we=3'b010;
                        2'b10:we=3'b100;
                        default:we=3'b000;
                endcase
        end
end
always@(*)
begin
        case(int_addr_reg)
                2'b00:fifo_full=full_0;
                2'b01:fifo_full=full_1;
                2'b10:fifo_full=full_2;
                default:fifo_full=0;
        endcase
end
assign valid_out_0=~empty_0;
assign valid_out_1=~empty_1;
assign valid_out_2=~empty_2;
endmodule
module router_top(clk,rstn,pkt_valid,re_0,re_1,re_2,din,data_out_0,data_out_1,data_out_2,valid_out_0,valid_out_1,valid_out_2,error,busy);
input clk,rstn,pkt_valid;
input re_0,re_1,re_2;
input[7:0]din;
output error,busy;
output[7:0]data_out_0;
output[7:0]data_out_1;
output[7:0]data_out_2;
output valid_out_0,valid_out_1,valid_out_2;
wire[2:0] re;
wire[2:0] we;
wire [2:0]soft_rst;
wire [2:0]empty;
wire [2:0]full;
wire lfd_state;
wire lfd_state_s=lfd_state;
wire [7:0]dout;
wire[7:0]data_out_temp[2:0];
genvar i;
generate
for(i=0;i<3;i=i+1)
begin :fifo
router_fifo f1(.clk(clk),.rstn(rstn),.we(we[i]),.soft_rst(soft_rst[i]),.re(re[i]),. din(dout),.lfd_state(lfd_state_s),.empty(empty[i]),.full(full[i]),.data_out(data_out_temp[i]));
end
endgenerate
router_synchronizer s1(.clk(clk),.rstn(rstn),.din(din[1:0]),.write_enb_reg(write_enb_reg),.detect_addr(detect_addr),.valid_out_0(valid_out_0),.valid_out_1(valid_out_1),.valid_out_2(valid_out_2)
        ,.re_0(re[0]),.re_1(re[1]),.re_2(re[2]),.full_0(full[0]),.full_1(full[1]),.full_2(full[2]),.soft_rst_0(soft_rst[0]),.soft_rst_1(soft_rst[1]),.soft_rst_2(soft_rst[2])
        ,.empty_0(empty[0]),.empty_1(empty[1]),.empty_2(empty[2]),.fifo_full(fifo_full),.we(we));
router_controller c1(.clk(clk),.rstn(rstn),.pkt_valid(pkt_valid),.busy(busy),.parity_done(parity_done),.din(din[1:0]),.soft_rst_0(soft_rst[0]),.soft_rst_1(soft_rst[1]),.soft_rst_2(soft_rst[2])
        ,.fifo_full(fifo_full),.fifo_empty_0(empty[0]),.fifo_empty_1(empty[1]),.fifo_empty_2(empty[2]),.detect_addr(detect_addr),.ld_state(ld_state),.low_pkt_valid(low_pkt_valid)
        ,.laf_state(laf_state),.full_state(full_state),.write_enb_reg(write_enb_reg),.rst_int_reg(rst_int_reg),.lfd_state(lfd_state));
router_register r1(.clk(clk),.rstn(rstn),.pkt_valid(pkt_valid),.din(din),.fifo_full(fifo_full),.rst_int_reg(rst_int_reg),.detect_addr(detect_addr),.ld_state(ld_state),.laf_state(laf_state)
        ,.full_state(full_state),.lfd_state(lfd_state),.parity_done(parity_done),.low_pkt_valid(low_pkt_valid),.error(error),.dout(dout));
assign re[0]=re_0;
assign re[1]=re_1;
assign re[2]=re_2;
assign data_out_0=data_out_temp[0];
assign data_out_1=data_out_temp[1];
assign data_out_2=data_out_temp[2];
endmodule
[config.mk]
export PLATFORM = sky130hd
export DESIGN_NAME = router_top
export DESIGN_NICKNAME = router_top
export VERILOG_FILES = /design/flow/design.v
export SDC_FILE = /design/flow/constraint.sdc
export NUM_CORES = 4
export LEC_CHECK = 1
export CORE_UTILIZATION = 50
[constraint.sdc]
current_design router_top

set clk_period 5.1
set clk_io_pct 0.2

create_clock -name clk0 -period $clk_period [get_ports {clk}]

set non_clock_inputs [all_inputs -no_clocks]
set_input_delay [expr $clk_period * $clk_io_pct] -clock clk0 $non_clock_inputs
set_output_delay [expr $clk_period * $clk_io_pct] -clock clk0 [all_outputs]
==> results.cfg <==
; synthesis and place-and-route metrics
[min_path]
hp-class = flip-flop to flip-flop

[worst_setup_path]
crit_buf_inv = 2
crit_required_ns = 4.08
crit_type = flip-flop to output port
max_stage_delay_ns = 0.45
worstPathArrival_ns = 2.42
worstPathMaxFanout = 8
crit_family = simple AND/OR/NAND/NOR gates
path_cells = xor2_1 -> nor4_4 -> and2_0 -> inv_1 -> clkdlybuf4s50_1
worstSetupStartpointType = flip-flop
end_kind = output port
slowest_stage = clkdlybuf4s50_1

[floorplan]
fp_util_pct = 52.5
chipArea_um2 = 8660
boundaryPins = 43
die_w_um = 93.0
core_um2 = 7890
fp.dieH_um = 93.0
num_rows = 32

[timing]
setup_ws_ns = 1.66
rsz0062_at_grt = no
max_freq_mhz = 290
worstMarginPinSlew_ns = 0.846
post-route-period-util_pct = 67.5
setup_violations = 0
slew_viol_final = 0
setup_tns_ns = 0
fin_crit_ns = 3.44
finalHoldViolCount = 0
skew_ns = 0.00992
relSlewSlack_pct = 43.0

[grt]
antenna_found_initial = 0
grt_pass1_wl_um = 13400
grt.total_usage_pct = 19.9
grt_pass1_vias = 2835
grt-ovfl-total = 0
grt_max_degree = 26

[cts]
cts_buffer_depth = 2
cts.sinks = 85
cts_inserted_buffers = 9
htree_num_levels = 3
cts_tree = done
post_cts_buffers = 0
cts_hold_buffers = 0
clk_pin_slew_ns = 0.08
root_buffer = clkbuf_8
cts_repair_resize_count = 0
insertion_delay_ns = 0.35

[power]
p_per_area_nw_per_um2 = 346
p_leak_nw = 1.81
peakVddDrop_mv = 0.215

[route]
num_antenna_cells = 0
post_drt_via_cell_ratio = 5.16
finalWirelength_um = 7720
drc = 0
drt_iter0_drc = 134
drt_first_pass_iters = 4
wire_per_inst_um = 13.1
via_count = 3047
postRouteAntennaNets = 0

[place]
dp.final_hpwl_um = 5330
portBuffers = 18
place_ws_ns = 1.98
gp_congestion = 0.840

[layout]
n_fill_cell = 705
flop_area_um2 = 1700
drive_gt1_share_pct = 5.53
top_regs = fifo.f1.rd_pt x15, fifo.f1.wr_pt x15
syn_to_final_growth_pct = 8.73
logic_area_um2 = 2250

[yosys]
ys.flops = 85
most_common_cell = dfxtp_1
ys_seq_share_pct = 41.1
synth_chip_area_um2 = 4140
yosysTopAreaCellShare_pct = 41.1
yosysTopAreaCell = dfxtp_1
synthTopCellsByCount = dfxtp_1, nor2_1, nand2_1
synthArstFlopShare_pct = 0
top_cells_by_area = dfxtp_1, xor2_1, nor2_1, buf_4, nand2_1
netlist_area_um2 = 4140
synth_cell_type_count = 49
postSynthAreaPerCell_um2 = 8.89
synthFlopType = dfxtp_1
ys_cells = 466
edf_count = 0
syn_inst = 466
synth_warnings = 24

[flow_run]
warning_count = 28
maxCapViolations = 0

[run_status]
status = finished clean
## cell usage in the layout (no fill, tap or decap), types with 2 or more instances in the layout
master and instances:
a211o_1 2, a211oi_1 4, a21boi_0 9, a21oi_1 20, a21oi_2 2, a221oi_1 8
a22o_1 8, and2_1 4, and3_1 3, clkbuf_1 2, clkbuf_8 10, clkdlybuf4s50_1 18
clkinv_2 2, conb_1 24, dfxtp_1 85, ha_1 12, inv_1 11, mux2i_1 5
nand2_1 47, nand2b_1 6, nand3_1 16, nand4_1 12, nor2_1 53, nor2b_1 4
nor3_1 6, nor3b_1 8, nor4_1 4, o21ai_0 20, o22ai_1 2, or3_1 8
xnor2_1 10, xor2_1 43
## report_power, final
group,total [mW],internal [mW],switching [mW]
registers,0.759,0.709,0.0498
logic,0.331,0.145,0.187
clock network,0.468,0.239,0.230
## worst register-to-register path: stages (launching register included)
cell	delay, ns
dfxtp_1	0.35
xor2_1	0.19
nor4_4	0.42
and2_0	0.44
inv_1	0.22
o21ai_0	0.21
nand2b_1	0.08
a211oi_1	0.19
## metal layers
layer | GRT usage [%] | wire, µm
met1 | 31.3 | 3990
met2 | 30.1 | 3350
met3 | 4.05 | 297
met4 | 1.92 | 91
met5 | 0 | 0
## cells by family (layout without fill, tap and decap cells)
| family | after synthesis | count (layout) | share of synthesized area, % |
|---|---|---|---|
| and+or+nand+nor | 179 | 179 | 21.8 |
| DFF | 85 | 85 | 41.1 |
| buffers and inverters | 47 | 46 | 6.61 |
| AOI/OAI and AO/OA | 83 | 83 | 13.8 |
| xor gates and xnor gates | 54 | 54 | 11.9 |
| adders and majority gates | 12 | 12 | 3.62 |
| other | 1 | 24 | 0.0905 |
| muxes | 5 | 5 | 1.21 |
## metrics by stage
step | instance area, µm² | instances | total power [mW] | util [%] | hold slack [ns]
after floorplan | 4230 | 489 | 1.01 | - | 0.438
after global placement | 4310 | 574 | 1.10 | 54.7 | 0.456
after CTS | 4510 | 590 | 1.58 | 57.1 | 0.473
after global routing | 4510 | 590 | 1.65 | 57.1 | 0.498
final | 4510 | 590 | 1.56 | 57.1 | 0.469
after detailed placement | 4310 | 574 | 1.10 | 54.7 | 0.461
## layout make-up
cell class | instances | share of cell area [%]
clock buffer | 12 | 3.22
tap | 102 | 2.83
timing repair buffer | 19 | 4.17
sequential | 85 | 37.8
inverter | 11 | 0.916
clock inverter | 4 | 1.06
multi-input combinational | 357 | 50.0
## worst paths after layout
path / startpoint / end / slack [ns] / depth (start not counted)
worst max-delay path: fifo[0].f1.wr_pt[1]$_SDFFE_PP0P_ / valid_out_0 / 1.66 / 5
worst min-delay path: r1.header_byte[6]$_SDFFE_PN0P_ / r1.header_byte[6]$_SDFFE_PN0P_ / 0.47 / 2
worst max register to register: fifo[0].f1.wr_pt[1]$_SDFFE_PP0P_ / c1.pre[4]$_DFF_P_ / 2.91 / 7
worst min register to register: r1.header_byte[6]$_SDFFE_PN0P_ / r1.header_byte[6]$_SDFFE_PN0P_ / 0.47 / 2
No activity file was given, so power comes from the tool's default toggle rates.
